==> flow/design.v <==
module contaUns (
	input wire [9:0] d,
	output wire [3:0] q
);
	integer num_bits;
	always @ (d) begin
		integer i;
		num_bits = 0;
		for (i = 0; i < 10; i = i + 1) begin
			if (d[i] == 1)
				num_bits = num_bits + 1;
		end
	end
	assign q = num_bits;
endmodule
==> flow/run.sh <==
#!/bin/bash
# OpenROAD 26Q1-2900-gdf79404cd8, Yosys 0.63+post, stock flow scripts
make -C /OpenROAD-flow-scripts/flow DESIGN_CONFIG=/design/flow/config.mk WORK_HOME=/design/flow/orfs finish
==> flow/config.mk <==
export PLATFORM = sky130hd
export DESIGN_NAME = contaUns
export DESIGN_NICKNAME = contaUns
export VERILOG_FILES = /design/flow/design.v
export SDC_FILE = /design/flow/constraint.sdc
export NUM_CORES = 4
export LEC_CHECK = 1
export CORE_AREA = 10 10 70 70
export DIE_AREA = 0 0 80 80
==> flow/constraint.sdc <==
current_design contaUns

set clk_period 5.5
set clk_io_pct 0.2

create_clock -name clk0 -period $clk_period

set non_clock_inputs [all_inputs -no_clocks]
set_input_delay [expr $clk_period * $clk_io_pct] -clock clk0 $non_clock_inputs
set_output_delay [expr $clk_period * $clk_io_pct] -clock clk0 [all_outputs]
==> flow_summary.json <==
{
  "p_leak_nw": 0.7880,
  "critical_path_class": "input pin to output pin",
  "area_delta_synth_final_pct": 72.07,
  "ys_sh_mux_pct": 5.122,
  "cp_slowest_stage_delay_ps": 360,
  "cp_top_family": "adder cells",
  "arrival_ps": 4940,
  "core_um2": 3416,
  "total_power_uw": 434.4,
  "ir_worst_vdd_uv": 149.6,
  "top_cells_by_count": "nand2_1 (16), ha_1 (10), xnor2_1 (8), nor3_1 (7), nor2_1 (6)",
  "synth_area_um2": 1026,
  "flop_area_um2": 0,
  "yosys_warnings": 1,
  "failed_checks": "negative setup slack",
  "yosys_cells": 128,
  "hold_buffers": 0,
  "place_congestion": 0.8534,
  "yosys.area_share.simple_pct": 27.93,
  "setup-violations-final": 3,
  "die_h_um": 80,
  "top_area_share_pct": 12.20,
  "internal_power_uw": 254.5,
  "comb_area_um2": 1156,
  "detail-route-antenna-nets": 0,
  "finalHoldViolCount": 0,
  "dr.first_iter.drc_count": 38,
  "critPathCaptureType": "output pin",
  "dpl.hpwl_um": 2178,
  "slowest_stage": "or3_1",
  "wirelength_um": 2762,
  "xor_share_pct": 23.17,
  "drive_above_1_share_pct": 54.10,
  "fin_crit_ps": 6043,
  "aoi_share_pct": 23.66,
  "synthCells": 128,
  "initial_utilization_pct": 30.04,
  "seq_cells": 0,
  "postSynthSeqShare_pct": 0,
  "pre_cts_ws_ps": -1554,
  "fill_cells": 301,
  "worstHoldPathType": "input pin to output pin",
  "avgRoutedWirePerCell_um": 12.06,
  "antennaDiodeCount": 0,
  "switchingPower_uw": 179.9,
  "fin_cells": 229,
  "ys_top_logic_family": "simple AND/OR/NAND/NOR gates",
  "most_common_cell": "nand2_1",
  "relSlewSlack_pct": 64.43,
  "clockPowerShare_pct": 0,
  "sequentialPowerShare_pct": 0,
  "fmax_ghz": 0.1655,
  "synth_chip_area_um2": 1026,
  "die_w_um": 80,
  "critPathBufInv": 3,
  "dieArea_um2": 6400,
  "cp.required_ps": 4400,
  "grt.overflow.total": 0,
  "io_buffers": 14,
  "io-pin-count": 14,
  "num_rows": 21,
  "grt_pass1_vias": 1034,
  "nClkBuffers": 0,
  "top_cells_by_area": "ha_1 (12%), xnor2_1 (6.8%), nand2_1 (5.9%)",
  "critPathMostFrequentCell": "ha_4",
  "hold-worst-slack_ps": 2974,
  "synth_cell_type_count": 54,
  "rsz0062_at_grt": "yes",
  "routed_via_density": 4.926,
  "warnings": 38,
  "comb_power_share_pct": 100.0,
  "startpoint_type": "input pin",
  "p_per_area_nw_per_um2": 246.1,
  "grt_antenna_before_repair": 0,
  "maxCapViolCount": 0,
  "adder_share_pct": 13.29,
  "dp.cells": 219,
  "drc_errors": 0,
  "grt_max_degree": 15,
  "setup_slack_ps": -542.6,
  "first_pass_iters": 4,
  "grt_pass1_wl_um": 4616,
  "cp_max_fo": 4,
  "slew_violations": 0,
  "outcome": "complete, but fails checks",
  "swShare_pct": 41.42,
  "via_count": 1128,
  "worstMarginPinSlew_ps": 532.5,
  "top_area_cell": "ha_1",
  "track_usage_pct": 8.413,
  "timing.final.crit_share_pct": 109.9,
  "crit_path_cell_trace": "buf_12, inv_12, ha_4, xor2_2, ha_1, and2_4, o211ai_1, o2111ai_4, mux2_4, ha_4, nand2_4, o211a_1, o31ai_2, nor3b_4, nor2_2, ha_4, nand2_4, o31ai_4, ha_4, nand2_2, or3_1, nand2_1, buf_2",
  "synth_area_per_cell_um2": 8.016
}
power groups by stage:
stage	combinational [mW]	sequential [mW]	clock, mW
CTS	0.379	0	0
global route	0.471	0	0
finish	0.434	0	0
layer usage:
metal / share of wire [%] / wire length (um) / vias to the layer above / track usage [%]
met4: 0 / 0 / 0 / 0
met5: 0 / 0 / - / 0
met1: 52 / 1424 / 525 / 12.89
met2: 45 / 1250 / 18 / 13.64
met3: 3.1 / 86 / 0 / 0
li1: - / - / 585 / -
layout make-up:
type,instances,share of cell area (%)
Tap cell,46,3.260
Timing Repair Buffer,62,28.77
Multi-Input combinational cell,114,65.49
Inverter,7,2.481
what timing repair did:
item / 4_1_cts / 5_1_grt
setup buffers: 7 / 4
pin swaps: 21 / 21
gates resized: 32 / 21
setup endpoints to repair: 3 / 3
stage by stage:
| step | cell area [um^2] | util (%) | setup TNS [ps] |
|---|---|---|---|
| floorplan | 1115 | - | -1037 |
| global placement | 1550 | 45.38 | -4314 |
| detailed placement | 1550 | 45.38 | -4450 |
| global route | 1765 | 51.69 | -2038 |
| finish | 1765 | 51.69 | -1566 |
| CTS | 1649 | 48.28 | -1913 |
worst paths after layout:
check / end / startpoint / slack, ps / cells past startpoint
worst min-delay path: q[2] / d[9] / 2970 / 5
worst max-delay path: q[2] / d[1] / -540 / 23
cell families after synthesis:
logic type | after synthesis
simple gates | 53
xor+xnor | 18
fa+ha+maj | 11
compound gates | 27
mux | 5
buf+inv | 14
cell usage in the layout, fill, tap and decap left out, types with 3 or more instances in the layout:
cell type,count
ha_1,6
a21oi_2,3
a211oi_2,3
buf_6,4
inv_1,3
xnor2_2,3
xor2_2,3
buf_4,46
nand3_1,4
nor2_1,5
clkdlybuf4s50_1,7
nand2_1,13
nor3_1,6
nor2b_1,3
xnor2_1,6
ha_4,4
Power figures rest on the tool's default switching activity, not on a simulated workload.
