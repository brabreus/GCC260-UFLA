--- design/flow/config.mk ---
export PLATFORM = sky130hd
export DESIGN_NAME = divisor
export DESIGN_NICKNAME = divisor
export VERILOG_FILES = /design/flow/design.v
export SDC_FILE = /design/flow/constraint.sdc
export NUM_CORES = 4
export LEC_CHECK = 1
export CORE_AREA = 10 10 108 108
export DIE_AREA = 0 0 118 118
--- design/flow/constraint.sdc ---
current_design divisor

set clk_period 3.2
set clk_io_pct 0.2

create_clock -name clk0 -period $clk_period [get_ports {clock_in}]

set non_clock_inputs [all_inputs -no_clocks]
set_input_delay [expr $clk_period * $clk_io_pct] -clock clk0 $non_clock_inputs
set_output_delay [expr $clk_period * $clk_io_pct] -clock clk0 [all_outputs]
--- design/flow/design.v ---
module divisor
#(
	parameter NUM_BITS = 26,
	parameter MOD = 50_000_000
)
(
	input wire clock_in, reset_n, enable,
	output reg clock_out
);
  reg [NUM_BITS - 1:0] count;
  always@(posedge clock_in, negedge reset_n)
  begin
  	if(reset_n == 0)
  	begin
  		count <= {NUM_BITS{1'b0}};
  		clock_out <= 1'b0;
  	end
  	else if(enable == 1)
  	begin
  		count <= (count < MOD) ? count + 1'b1 : {NUM_BITS{1'b0}};
  		clock_out <= (count < MOD / 2) ? 1'b0 : 1'b1;
  	end
  end
endmodule
--- design/flow/run.sh ---
#!/bin/bash
# OpenROAD 26Q1-2900-gdf79404cd8, Yosys 0.63+post, stock flow scripts
make -C /OpenROAD-flow-scripts/flow DESIGN_CONFIG=/design/flow/config.mk WORK_HOME=/design/flow/orfs finish
==> flow_metrics.tcl <==
# metrics dict for downstream scripts
set metrics [dict create \
    rsz0062_at_grt "false" \
    syn2layout_area_growth_pct 12.68 \
    ys_cells 175 \
    clock.fmax_mhz 451.7 \
    grtUsageMet2_pct 7.203 \
    power.share.switching_pct 27.56 \
    drv_slew 0 \
    pwr-share-clk_pct 28.4 \
    warnings 25 \
    edf_count 0 \
    fillCellCount 1042 \
    vias_per_cell 4.128 \
    top_cell_area_share_pct 42.02 \
    hold_violations 0 \
    required_ns 3.35 \
    pwr-share-comb_pct 12.5 \
    end_kind "flip-flop" \
    cts.repair.resized 0 \
    overflow 0 \
    synth_area_leader_cell "dfrtp_1" \
    layout-drive-gt1-share_pct 5.682 \
    fin_crit_sh_pct 69.18 \
    hold_buffers 0 \
    post-cts-setup-buffer-count 0 \
    ys_sh_mux_pct 1.245 \
    chipArea_um2 13920 \
    worstSkewPairLatency_ns 0.27 \
    coreArea_um2 9284 \
    cts_sinks 27 \
    hpwl_um 2198 \
    finClkSkew_ns 0.002047 \
    yosysUniqueCellTypes 38 \
    portBuffers 3 \
    ys_area_um2 1608 \
    power.switching_mw 0.1911 \
    irDropWorstVdd_uv 199.5 \
    crit_type "flip-flop to flip-flop" \
    avgSynthCellArea_um2 9.187 \
    vias 1259 \
    floorplan.core_util_pct 17.32 \
    logic_family "simple AND/OR/NAND/NOR gates" \
    grt_pass1_vias 1233 \
    drc_errors 0 \
    num_rows 35 \
    flop_cell "dfrtp_1" \
    drt_pass1_iterations 4 \
    worst_slew_pin_slew_ns 0.6998 \
    topCellsByArea "dfrtp_1 (42%), a21o_1 (5.6%), xor2_1 (4.4%)" \
    ant_nets 0 \
    numCtsBuffers 3 \
    seq_area_frac_synth_pct 42.02 \
    ys_sh_simple_pct 29.49 \
    status "complete, no violations" \
    io_pins 4 \
    drt-total-wl_um 3234 \
    startpoint_type "flip-flop" \
    cts_buffer_depth 2 \
    grt_antenna_before_repair 0 \
    max_stage_delay_ns 0.56 \
    syn_area_um2 1608 \
    setup_tns_ns 0 \
    crit_arrival_ns 2.37 \
    crit_path_top_delay_cell "or4_4" \
    htreeDepth 1 \
    hold_class "flip-flop to flip-flop" \
    crit_chain "nand3b_1 > or4_4 > o21ai_4 > and2_1 > nor2_1" \
    die-height_um 118 \
    ys_warn_count 1 \
    numSynthFlops 27 \
    cts_root_buf "clkbuf_8" \
    grt_pass1_wl_um 5865 \
    maxCapViolations 0 \
    async_flop_share_pct 100.0 \
    intPower_mw 0.5022 \
    finalSetupViolCount 0 \
    synthTopCellsByCount "dfrtp_1 (27), a21o_1 (12), nand2_1 (12), nor2_1 (12), nand3_1 (11)" \
    crit_path_max_fanout 18 \
    relSlewSlack_pct 52.96 \
    final_util_pct 19.51 \
    power.density_nw_per_um2 382.7 \
    fp.dieW_um 118 \
    min_period_ns 2.214 \
    synth-xor-area-share_pct 4.358 \
    n_antenna_cell 0 \
    grt_use_met1_pct 7.310 \
    clk_pin_slew_ns 0.09 \
    globalplace.congestion 0.8522 \
    cts_tree "yes" \
    synthAdderAreaFrac_pct 0.7782 \
    p_leak_nw 0.8023 \
    synthCells 175 \
    grt_start_max_net_pins 28 \
    fin_hold_ws_ns 0.5263 \
    grt_use_met3_pct 0.4861 \
    yosysMostFrequentCell "dfrtp_1" \
    seqPwrFrac_pct 59.1 \
    drt_iter0_markers 124 \
    ys_sh_aoi_pct 18.21 \
    grt-busiest-layer "met1" \
    grt_usage_pct 4.721 \
    routedWlPerCell_um 10.60 \
]
-- routing by layer --
metal,wire length [µm],part of all wire (%)
met5,0,0
met4,0,0
met3,131,4.1
met2,1394,43
met1,1708,53
-- metrics by stage --
stage | total power, mW | area (µm²) | cells | setup slack (ns)
after floorplan | 0.4686 | 1608 | 175 | 1.378
after global placement | 0.4992 | 1767 | 301 | 0.9094
after detailed placement | 0.5028 | 1767 | 301 | 0.8956
after CTS | 0.7013 | 1812 | 305 | 1.005
after global routing | 0.7354 | 1812 | 305 | 0.8809
final | 0.6933 | 1812 | 305 | 0.9863
-- flip-flops by register name, indices dropped and copies added (netlist names) --
name	count
count	26
clock_out	1
-- worst max-delay path, delay by kind of cell, from the launching register on --
family	cells	cell delay [ns]
AND/OR/NAND/NOR	4	1.19
AND-OR/OR-AND	1	0.43
flip-flops	1	0.46
-- cell type report --
type                    instances  area [µm²]  area share, %
clock buffers                   4       45.04          2.486
well taps                     129       161.4          8.909
inverters                       4       15.01         0.8287
multi-input cells             136       869.6          48.00
flip-flops and latches         27       675.6          37.29
repair buffers                  5       45.04          2.486
-- cells by family (layout without fill, tap and decap cells) --
| family | count (synthesis) | in the layout |
|---|---|---|
| simple gates | 85 | 85 |
| compound gates | 40 | 40 |
| flops | 27 | 27 |
| buf+inv | 12 | 13 |
| xor+xnor | 8 | 8 |
| mux | 2 | 2 |
| fa+ha+maj | 1 | 1 |
-- placed cells by master (no fill, tap or decap), types with 4 or more instances in the layout --
cell type	instances
o21ai_1	8
nor3_1	8
dfrtp_1	27
nand4_1	8
and3_1	10
or3_1	4
xor2_1	8
nor2_1	12
a21o_1	12
o21ai_0	6
nand3_1	11
nand2_1	12
inv_1	4
nor3b_1	7
-- power groups by stage --
stage	sequential [mW]	clock, mW	combinational (mW)
after CTS	0.409	0.205	0.0872
after global routing	0.416	0.221	0.0989
final	0.410	0.197	0.0866
-- worst paths after layout --
| path | from | to | slack (ns) | cells after the start |
|---|---|---|---|---|
| max in group asynchronous | reset_n | clock_out$_DFFE_PN0P_ | 2.20 | 2 |
| setup / recovery | count[24]$_DFFE_PN0P_ | count[13]$_DFFE_PN0P_ | 0.99 | 5 |
| hold / removal | count[0]$_DFFE_PN0P_ | count[0]$_DFFE_PN0P_ | 0.53 | 1 |
| setup reg to reg | count[24]$_DFFE_PN0P_ | count[13]$_DFFE_PN0P_ | 0.99 | 5 |
| min in group asynchronous | reset_n | count[8]$_DFFE_PN0P_ | 0.73 | 2 |
| hold reg to reg | count[0]$_DFFE_PN0P_ | count[0]$_DFFE_PN0P_ | 0.53 | 1 |
Power is estimated from default activity; no workload was simulated.
