### flow/config.mk
export PLATFORM = sky130hd
export DESIGN_NAME = somador
export DESIGN_NICKNAME = somador
export VERILOG_FILES = /design/flow/design.v
export SDC_FILE = /design/flow/constraint.sdc
export NUM_CORES = 4
export LEC_CHECK = 1
export CORE_AREA = 10 10 86 86
export DIE_AREA = 0 0 96 96
### flow/constraint.sdc
current_design somador

set clk_period 12.6
set clk_io_pct 0.2

create_clock -name clk0 -period $clk_period

set non_clock_inputs [all_inputs -no_clocks]
set_input_delay [expr $clk_period * $clk_io_pct] -clock clk0 $non_clock_inputs
set_output_delay [expr $clk_period * $clk_io_pct] -clock clk0 [all_outputs]
### flow/design.v
module somador
	#(
		parameter N = 32
	)
	(
		input wire [N-1:0] A, B,
		output reg [N-1:0] S,
		output reg cout
	);
	always@*
	begin
		{cout,S} = A + B;
	end
endmodule
### flow/run.sh
#!/bin/bash
# OpenROAD 26Q1-2900-gdf79404cd8, Yosys 0.63+post, stock flow scripts
make -C /OpenROAD-flow-scripts/flow DESIGN_CONFIG=/design/flow/config.mk WORK_HOME=/design/flow/orfs finish
==> impl_metrics.csv <==
group,metric,value,unit
run,max_cap_viol_count,0,
run,warning_count,32,
pwr,p_leak,1.22,nW
worst_hold_path,hold_path.class,"in -> out",
route,postRouteAntennaNets,0,
finish,drive_above_1_share,3.04,%
logic_synthesis,top_area_share,21.1,%
sta,setup_ws,4.65,ns
die,coreArea,5540,sq um
route,wirelength,7000,um
sta,fmax,126,MHz
finish,area_growth,53.5,%
clocking,cts_resized,0,
logic_synthesis,ys_cells,274,
pwr,vdd.ir_drop.worst,0.0270,mV
placed_design,port_buffers,97,
logic_synthesis,area_leaders,"ha_1, a21oi_1, xnor2_1",
finish,layout_top_cells,"clkdlybuf4s50_1, a21oi_1, ha_1",
placed_design,gp_congestion,0.992,
sta,setup_viol,0,
global_route,grt_max_degree,12,
finish,fillerInstances,571,
die,initCoreUtil,34.3,%
sta,relSlewSlack,66.4,%
die,rows,27,
logic_synthesis,post_synth.cell_area_avg,6.94,sq um
logic_synthesis,post-synth-top-area-cell,"ha_1",
logic_synthesis,syn-instance-count,274,
global_route,grt_first_pass_wirelength,11400,um
worst_setup_path,slowest_delay,0.50,ns
logic_synthesis,yosysUniqueCellTypes,51,
worst_setup_path,crit_chain,"clkdlybuf4s50_1 -> ha_1 -> a21o_1 -> or2_0 -> or3_1 -> o32ai_2 -> o31ai_1 -> xnor2_1 -> clkdlybuf4s50_1",
placed_design,hpwl,6270,um
logic_synthesis,yosysWarningCount,1,
sta,tightest_slew,0.505,ns
route,num_vias,2378,
route,drtIter0Drc,69,
placed_design,dp.cells,434,
worst_setup_path,critPathKind,"in -> out",
sta,finalHoldViolations,0,
pwr,p_per_area,57.0,nW/um^2
finish,final-comb-area,1830,sq um
route,drt-wirelength-per-cell,16.1,um
clocking,cts_setup_buffers,0,
finish,lay_top_count,"clkdlybuf4s50_1",
sta,fin_crit,7.95,ns
sta,slew_violations,0,
worst_setup_path,path_buffers,2,
placed_design,placed_area,2920,sq um
logic_synthesis,ys_seq_share,0,%
route,vias_per_cell,5.48,
finish,clock_buffers,0,
finish,fin_area,2920,sq um
logic_synthesis,yosys_area,1900,sq um
route,first_pass_iters,4,
finish,finalNonFillerCells,434,
worst_setup_path,critPathLaunchType,"input port",
sta,tns,0,ns
logic_synthesis,synth_area,1900,sq um
route,antennaDiodeCount,0,
worst_setup_path,worstPathArrival,5.43,ns
global_route,antenna_found_initial,0,
die,chipArea,9220,sq um
run_status,status,"complete, no violations",
worst_setup_path,end_kind,"output port",
route,drc,0,
die,pin_count,97,
clocking,cts_hold_buffers,0,
worst_setup_path,critPathMostFrequentCell,"clkdlybuf4s50_1",
worst_setup_path,crit_family,"buffers and inverters",
sta,rsz0062_at_grt,"false",
global_route,grtUsageTotal,14.8,%
placed_design,post-place-ws,4.68,ns
finish,seq_cell_count,0,
worst_setup_path,slowest_stage,"clkdlybuf4s50_1",
sta,fin_crit_sh,63.1,%
die,die_w,96,um
worst_setup_path,cp.required,10.08,ns
die,dieHeight,96,um
finish,seqCellArea,0,sq um
worst_setup_path,path_max_fanout,8,
global_route,grt_pass1_vias,2356,
global_route,grt_overflow_total,0,
==> report_power, final <==
part           internal, mW  total (mW)  switching, mW
registers                 0           0              0
clock network             0           0              0
logic                0.0974       0.166         0.0690
==> cell families after synthesis <==
| family | synth area share (%) |
|---|---|
| adder cells (fa/ha/maj) | 22.1 |
| AND/OR/NAND/NOR | 21.8 |
| XOR/XNOR | 12.4 |
| buffers and inverters | 3.88 |
| multiplexers | 1.05 |
| AND-OR/OR-AND | 38.8 |
==> layer usage <==
metal	vias up	share of wire [%]	GRT usage, %
met1	1061	45	19.4
met4	0	0.49	0.614
met2	81	46	25.7
met5	-	0	0
met3	4	8.2	3.07
li1	1232	-	-
==> cell type report <==
type | count | area share, %
repair buffers | 97 | 33.3
well taps | 72 | 3.09
multi-input cells | 257 | 62.6
inverters | 8 | 1.03
==> stage by stage <==
stage          total power, mW  hold WS, ns  util (%)
2_1_floorplan           0.0817         5.11         -
3_3_place_gp             0.169         6.07      52.7
3_5_place_dp             0.167         6.07      52.7
4_1_cts                  0.168         6.07      52.7
5_1_grt                  0.184         6.11      52.7
6_report                 0.166         6.06      52.7
==> cells in the mapped netlist, types with 2 or more instances <==
master and instances:
nand2b_1 2, nor3_1 6, buf_2 2, and2_1 2, nor2_1 19, and3_1 5, xor2_1 11, a31oi_1 4
clkbuf_1 6, a21oi_1 38, o21bai_1 3, nand3_1 14, o31a_2 2, a41oi_1 2, xnor2_1 16, o21ai_0 13
mux2i_1 2, inv_1 8, nor4_1 2, o211ai_1 5, o31ai_1 3, o21a_1 5, a211oi_1 8, nand4_1 2
ha_1 32, nand2_1 21, a21o_1 13, a31o_2 2, and4_1 2, or2_2 3
==> path summary, 6_finish.rpt <==
kind	start	to	slack [ns]	cells after the start
worst min-delay path	B[0]	S[0]	6.06	3
worst max-delay path	A[19]	S[25]	4.65	9
Power is estimated from default activity; no workload was simulated.
